`config.mk`:
```
export PLATFORM = sky130hd
export DESIGN_NAME = alu_cell
export DESIGN_NICKNAME = alu_cell
export VERILOG_FILES = /design/flow/design.v
export SDC_FILE = /design/flow/constraint.sdc
export NUM_CORES = 4
export LEC_CHECK = 1
export CORE_AREA = 10 10 70 70
export DIE_AREA = 0 0 80 80
```
`constraint.sdc`:
```
current_design alu_cell

set clk_period 1.3
set clk_io_pct 0.2

create_clock -name clk0 -period $clk_period

set non_clock_inputs [all_inputs -no_clocks]
set_input_delay [expr $clk_period * $clk_io_pct] -clock clk0 $non_clock_inputs
set_output_delay [expr $clk_period * $clk_io_pct] -clock clk0 [all_outputs]
```
`design.v`:
```
`timescale 1ns / 1ps
module Lab1 (d, Cout, V, a, b, Cin, S, Z);
   output[31:0] d;
   output Cout, V;
   output reg Z;
   input [31:0] a, b;
   input Cin;
   input [2:0] S;
   wire [31:0] c, g, p;
   wire gout, pout;
   alu_cell mycell[31:0] (
      .d(d),
      .g(g),
      .p(p),
      .a(a),
      .b(b),
      .c(c),
      .S(S)
   );
   lac5 lac(
      .c(c),
      .gout(gout),
      .pout(pout),
      .Cin(Cin),
      .g(g),
      .p(p)
   );
   overflow ov(
      .Cout(Cout),
      .V(V),
      .g(gout),
      .p(pout),
      .c31(c[31]),
      .Cin(Cin)
   );   
   always @ (d) begin 
      if (d == 32'h00000000) begin
          Z = 1'b1;
      end
      else begin 
        Z = 1'b0;
      end 
   end
endmodule
module alu_cell (d, g, p, a, b, c, S);
   output d, g, p;
   input a, b, c;
   input [2:0] S;      
   reg g,p,d,cint,bint;
   always @(a,b,c,S,p,g) begin 
     bint = S[0] ^ b;
     g = a & bint;
     p = a ^ bint;
     cint = S[1] & c;
      if(S[2]==0)
         begin
            d = p ^ cint;
         end
       else if(S[2]==1)
          begin
             if((S[1]==0) & (S[0]==0)) begin
                d = a | b;
                end
             else if ((S[1]==0) & (S[0]==1)) begin
                d = ~(a | b);  
                end
             else if ((S[1]==1) & (S[0]==0)) begin
                d = a & b;  
                end   
             else
                d = 0;  
                end
       end             
endmodule
module overflow (Cout, V, g, p, c31, Cin);
   output Cout, V;
   input g, p, c31, Cin;
   assign Cout = g|(p&Cin);
   assign V = Cout^c31;   
endmodule
module lac(c, gout, pout, Cin, g, p);
   output [1:0] c;
   output gout;
   output pout;
   input Cin;
   input [1:0] g;
   input [1:0] p;
   assign c[0] = Cin;
   assign c[1] = g[0] | ( p[0] & Cin );
   assign gout = g[1] | ( p[1] & g[0] );
   assign pout = p[1] & p[0];
endmodule
module lac2 (c, gout, pout, Cin, g, p);
   output [3:0] c;
   output gout, pout;
   input Cin;
   input [3:0] g, p;
   wire [1:0] cint, gint, pint;
   lac leaf0(
      .c(c[1:0]),
      .gout(gint[0]),
      .pout(pint[0]),
      .Cin(cint[0]),
      .g(g[1:0]),
      .p(p[1:0])
   );
   lac leaf1(
      .c(c[3:2]),
      .gout(gint[1]),
      .pout(pint[1]),
      .Cin(cint[1]),
      .g(g[3:2]),
      .p(p[3:2])
   );
   lac root(
      .c(cint),
      .gout(gout),
      .pout(pout),
      .Cin(Cin),
      .g(gint),
      .p(pint)
   );
endmodule   
module lac3 (c, gout, pout, Cin, g, p);
   output [7:0] c;
   output gout, pout;
   input Cin;
   input [7:0] g, p;
   wire [1:0] cint, gint, pint;
   lac2 leaf0(
      .c(c[3:0]),
      .gout(gint[0]),
      .pout(pint[0]),
      .Cin(cint[0]),
      .g(g[3:0]),
      .p(p[3:0])
   );
   lac2 leaf1(
      .c(c[7:4]),
      .gout(gint[1]),
      .pout(pint[1]),
      .Cin(cint[1]),
      .g(g[7:4]),
      .p(p[7:4])
   );
   lac root(
      .c(cint),
      .gout(gout),
      .pout(pout),
      .Cin(Cin),
      .g(gint),
      .p(pint)
   );
endmodule
module lac4 (c, gout, pout, Cin, g, p);
   output [15:0] c;
   output gout, pout;
   input Cin;
   input [15:0] g, p;
   wire [1:0] cint, gint, pint;
   lac3 leaf0(  
        .c(c[7:0]),
         .gout(gint[0]),
         .pout(pint[0]),
         .Cin(cint[0]),
         .g(g[7:0]),
         .p(p[7:0])
   );
   lac3 leaf1(  
         .c(c[15:8]),
         .gout(gint[1]),
         .pout(pint[1]),
         .Cin(cint[1]),
         .g(g[15:8]),
         .p(p[15:8])
   );
   lac root(  
      .c(cint),
      .gout(gout),
      .pout(pout),
      .Cin(Cin),
      .g(gint),
      .p(pint)
   );
endmodule
module lac5 (c, gout, pout, Cin, g, p);
   output [31:0] c;
   output gout, pout;
   input Cin;
   input [31:0] g, p;
   wire [1:0] cint, gint, pint;
   lac4 leaf0(  
    .c(c[15:0]),
         .gout(gint[0]),
         .pout(pint[0]),
         .Cin(cint[0]),
         .g(g[15:0]),
         .p(p[15:0])
   );
   lac4 leaf1(  
         .c(c[31:16]),
         .gout(gint[1]),
         .pout(pint[1]),
         .Cin(cint[1]),
         .g(g[31:16]),
         .p(p[31:16])
   );
   lac root(  
      .c(cint),
      .gout(gout),
      .pout(pout),
      .Cin(Cin),
      .g(gint),
      .p(pint)
   );
endmodule
```
`run.sh`:
```
#!/bin/bash
# OpenROAD 26Q1-2900-gdf79404cd8, Yosys 0.63+post, stock flow scripts
make -C /OpenROAD-flow-scripts/flow DESIGN_CONFIG=/design/flow/config.mk WORK_HOME=/design/flow/orfs finish
```
==> impl_metrics.json <==
{
  "p_sw_frac": 0.348,
  "fin_ws_ns": -0.134,
  "switchingPower_w": 0.0000343,
  "grt-ovfl-total": 0,
  "postSynthSeqShare": 0,
  "yosysWarningCount": 1,
  "layout.cells.non_filler": 69,
  "drt_iter0_drc": 2,
  "tightest_slew_ns": 0.275,
  "syn-instance-count": 10,
  "grt_usage": 0.0148,
  "postCtsHoldBufs": 0,
  "ys_area_um2": 76.3,
  "fillCellCount": 414,
  "die_h_um": 80,
  "floorplan.core_util": 0.0223,
  "synth.distinct_cells": 10,
  "fin_crit_sh": 1.10,
  "num_rows": 21,
  "p_int_w": 0.0000643,
  "hold_viol": 0,
  "crit_required_ns": 1.04,
  "grt_pass1_vias": 139,
  "portBuffers": 9,
  "p_comb_frac": 1.000,
  "grt_pass1_wl_um": 745,
  "pwr-share-seq": 0,
  "route.detailed.drc": 0,
  "grt_max_degree": 5,
  "logic_area_um2": 114,
  "syn_to_final_growth_pct": 272,
  "wirelength_um": 496,
  "antenna_cells": 0,
  "seqCellArea_um2": 0,
  "clkPwrFrac": 0,
  "chip_area_um2": 6400,
  "ios": 9,
  "hp-class": "in2out",
  "drt-pass1-iter-count": 2,
  "gp_congestion": 0.660,
  "die_x_um": 80,
  "rsz0062_at_grt": "yes",
  "syn-cell-area_um2": 76.3,
  "yosys_cells": 10,
  "critPathCaptureType": "output pin",
  "critPathMaxFanout": 2,
  "slew_viol_final": 0,
  "openroad.warnings": 34,
  "maxClockFrequency_ghz": 0.697,
  "period_needed_ns": 1.43,
  "wl_per_cell_um": 7.19,
  "cap_violations": 0,
  "postLayoutCoreUtil": 0.0832,
  "drive_gt1_frac": 0.609,
  "finalSetupTns_ns": -0.213,
  "powerDensity_nw_per_um2": 347,
  "setup_viol": 2,
  "violations": "setup timing",
  "ir_drop_v": 0.0000567,
  "worstSetupPathType": "in2out",
  "status": "finished with violations",
  "power_w": 0.0000986,
  "start_kind": "input port",
  "place_inst": 67,
  "postSynthAreaPerCell_um2": 7.63,
  "final_antenna_net_count": 0,
  "antenna_found_initial": 0,
  "vias": 127,
  "cp_data_arrival_time_ns": 1.17,
  "slew_headroom": 0.814,
  "n_clock_buffer": 0,
  "cellLeakagePower_nw": 0.110,
  "viasPerCell": 1.84,
  "flop-count": 0,
  "coreArea_um2": 3420
}
repair_timing:
item | 4_1_cts | 5_1_grt
resized | 34 | 0
endpoints found under the setup margin | 3 | 2
pin swaps | 4 | 1
setup buffers | 2 | 0
gates cloned | 0 | 0
path summary, 6_finish.rpt:
kind  from  to  slack, ns  cells after the start
max   S[0]   d      -0.13                      6
min      a   g       0.97                      3
stage by stage:
stage	setup WS (ns)	area [um^2]	hold WS [ns]
after floorplan	0.0940	76.3	0.598
after global placement	-0.960	239	1.55
after detailed placement	-0.982	239	1.54
after CTS	-0.156	284	0.955
after global routing	-0.174	284	0.994
final	-0.134	284	0.966
cells in the mapped netlist (all sizes together):
library cell  n  area [um^2]
nand2         1         3.75
inv           1         3.75
o41ai         1         8.76
nor3b         1         7.51
xor2          1         8.76
o32a          1         10.0
nand2b        1         6.26
ha            1         12.5
xnor2         1         8.76
and3          1         6.26
per-layer routing:
metal | wire length, um | GRT usage | up-vias
li1 | - | - | 64
met1 | 265 | 0.0205 | 56
met2 | 171 | 0.0209 | 7
met3 | 59 | 0.00795 | 0
met4 | 0 | 0 | 0
met5 | 0 | 0 | -
area by class of cell:
| cell class | instances | share of cell area |
|---|---|---|
| multi-input combinational | 9 | 0.401 |
| tap | 46 | 0.203 |
| inverter | 1 | 0.0132 |
| timing repair buffer | 13 | 0.383 |
kinds of logic after synthesis:
family | share of synthesized area
AOI/OAI and AO/OA | 0.246
xor gates and xnor gates | 0.230
adders and majority gates | 0.164
buffers and inverters | 0.0491
and+or+nand+nor | 0.312
power groups by stage:
stage / registers, W / clock network [W] / logic [W]
4_1_cts: 0 / 0 / 0.0000986
6_report: 0 / 0 / 0.0000986
5_1_grt: 0 / 0 / 0.000108
cells in the final DEF, fill, tap and decap left out:
cell             instances
nand2_2                  1
o32a_1                   1
inv_1                    1
nand2b_1                 1
buf_4                    4
buf_6                    1
buf_8                    1
dlygate4sd2_1            3
and3_1                   1
clkdlybuf4s15_2          1
nor3b_1                  1
ha_4                     1
o41ai_1                  1
buf_2                    3
xor2_4                   1
xnor2_2                  1
critical path: stages:
cell and delay [ns]:
buf_8 0.11, xor2_4 0.17, ha_4 0.28, xnor2_2 0.10
o32a_1 0.15, buf_2 0.10
Power figures rest on the tool's default switching activity, not on a simulated workload.
