==> flow/design.v <==
`timescale 1ns / 1ps
module flipflopneg(signalin, clk, signalout);
input [31:0] signalin; 
input clk;
output reg [31:0] signalout;
always @(negedge clk) begin  
   signalout = signalin;
end
endmodule
module flipfloppos(signalin, clk, signalout);
input [31:0] signalin; 
input clk;
output reg [31:0] signalout;
always @(posedge clk) begin 
   signalout = signalin;
end
endmodule
==> flow/run.sh <==
#!/bin/bash
# OpenROAD 26Q1-2900-gdf79404cd8, Yosys 0.63+post, stock flow scripts
make -C /OpenROAD-flow-scripts/flow DESIGN_CONFIG=/design/flow/config.mk WORK_HOME=/design/flow/orfs finish
==> flow/config.mk <==
export PLATFORM = sky130hd
export DESIGN_NAME = flipflopneg
export DESIGN_NICKNAME = flipflopneg
export VERILOG_FILES = /design/flow/design.v
export SDC_FILE = /design/flow/constraint.sdc
export NUM_CORES = 4
export LEC_CHECK = 1
export CORE_AREA = 10 10 86 86
export DIE_AREA = 0 0 96 96
==> flow/constraint.sdc <==
current_design flipflopneg

set clk_period 1.0
set clk_io_pct 0.2

create_clock -name clk0 -period $clk_period [get_ports {clk}]

set non_clock_inputs [all_inputs -no_clocks]
set_input_delay [expr $clk_period * $clk_io_pct] -clock clk0 $non_clock_inputs
set_output_delay [expr $clk_period * $clk_io_pct] -clock clk0 [all_outputs]
==> impl_metrics.ini <==
; flow metrics
[power_and_ir_drop]
p_int_mw = 2.12
p_sw_share_pct = 25.8
switchingPower_uw = 737
p_seq_share_pct = 47.9
vdd_drop_max_uv = 583
p_per_area_mw_per_mm2 = 2040
p_clk_share_pct = 46.0
comb_power_share_pct = 6.1
power.leakage_nw = 0.728

[synthesis]
ys_seq_share_pct = 99.4
syn-cell-area_sq_um = 644
synth-seq-cells = 32
yosysCellCount = 33
syn_inst = 33
yosys_warnings = 1
ys_area_sq_um = 644
syn_area_per_cell_sq_um = 19.5
synth_cell_types = 2

[timing]
hold_violations = 0
rsz0062_at_grt = true
setup_viol = 32
relSlewSlack_pct = 95.5
hold_slack_ns = 0.805
report.final.slew_viol_count = 0
worst_slew_pin_slew_ns = 0.0672
setup_ws_ns = -0.448

[worst_setup_path]
critPathMaxFanout = 1
cp-end-kind = output pin
worst-path-buf-inv = 1
crit_type = reg -> out
critical-path-slowest-cell = dfxtp_2
required_ns = 0.80
slowest_delay_ns = 0.30
cp_top_family = flip-flops
startpoint_type = register
arrival_ns = 1.25
crit_chain = buf_2

[drt]
drc = 0
totalWireLength_microns = 2140
dr.first_iter.drc_count = 14
antenna_left = 0
routed_via_density = 2.88
num_vias = 591
first_pass_iters = 2
insertedDiodeCount = 0
wl_per_cell_microns = 10.4

[clocking]
cts.path.max_buffers = 2
numCtsBuffers = 5
clock-sinks = 32
post_cts_buffers = 0
path_clk_slew_ns = 0.03
cts_root_buffer = clkbuf_8
htreeDepth = 2
tritoncts = done

[global_route]
gr-total-overflow = 0
grt_pass1_vias = 607
antenna_found_initial = 0
grt_max_degree = 9
grt_use_total_pct = 4.42
grt_first_pass_wirelength_microns = 3080

[flow_run]
drv_cap = 0
warning_count = 59

[placement]
gp_congestion = 0.689
placed_area_sq_mm = 0.00138
place_ws_ns = -0.490
placedCellCount = 169
io_buffers = 64

[min_path]
hold_class = in -> reg

[die]
row_count = 27
dieHeight_microns = 96
core_sq_mm = 0.00554
ios = 65
initCoreUtil_pct = 11.6
die_x_microns = 96
chip_area_sq_mm = 0.00922

[run_status]
status = finished, violations left
violations = negative setup slack

[final_layout]
finalNonFillerCells = 205
syn_to_final_growth_pct = 118
fin_util_pct = 25.3
comb_area_sq_um = 0
fin_area_sq_mm = 0.00140
comb_cells = 0
largest_reg_flops = 32
fillers = 594
final_layout_size_suffix_gt1_share_pct = 29.3
final timing paths:
path / slack [ns] / end / depth (start not counted) / start
max: -0.45 / signalout[17] / 1 / signalout[17]
min: 0.80 / signalout[12] / 1 / signalin[12]
cells in the mapped netlist:
| library cell | number | area share, % |
|---|---|---|
| dfxtp_1 | 32 | 99 |
| inv_1 | 1 | 0.58 |
final cells by class:
class | instances | area (sq um) | area share (%)
well taps | 72 | 90.1 | 6.42
repair buffers | 64 | 480 | 34.3
flip-flops and latches | 32 | 643 | 45.9
clock inverters | 32 | 120 | 8.56
clock buffers | 5 | 68.8 | 4.91
stage by stage:
stage | power, mW | setup TNS (ns)
2_1_floorplan | 1.57 | 0
3_3_place_gp | 1.83 | -21.30
3_5_place_dp | 1.83 | -21.42
4_1_cts | 2.99 | -14.07
5_1_grt | 3.14 | -14.74
6_report | 2.86 | -13.34
power groups by stage:
stage     logic, mW  clock network (mW)  registers [mW]
4_1_cts       0.181                1.45            1.37
5_1_grt       0.192                1.58            1.37
6_report      0.174                1.32            1.37
layer usage:
metal / wire length (microns) / up-vias / global-route usage [%]
met5: 0 / - / 0
met4: 25 / 0 / 3.07
met3: 328 / 4 / 5.03
met2: 1100 / 36 / 5.72
met1: 687 / 253 / 3.84
li1: - / 298 / -
what timing repair did:
item | 4_1_cts | 5_1_grt
gates resized | 99 | 1
hold buffers | 0 | 0
endpoints found under the setup margin | 32 | 32
cloned | 0 | 0
cell usage in the layout, fill, tap and decap left out:
cell type and count:
buf_2 32, clkbuf_8 5, clkdlybuf4s50_1 32, inv_1 32
dfxtp_1 30, dfxtp_2 2
cell families (layout without fill, tap and decap cells):
logic type / Yosys count / in the layout / synth area share, %
buf+inv: 1 / 101 / 0.582
flops: 32 / 32 / 99.4
No activity file was given, so power comes from the tool's default toggle rates.
